<file path="flow/design.v">
module MUL #(
    parameter DATA_W = 32,
    parameter INT_BITS = 8,  
    parameter FRAC_BITS = 24
 ) (
     input  wire [DATA_W-1:0]         a,
     input  wire [DATA_W-1:0]         b,
     output wire [DATA_W-1:0]         p
 );
    wire signed [2*DATA_W-1:0] mult_full;
    assign mult_full = $signed(a) * $signed(b);  
    assign p = mult_full >>> FRAC_BITS;  
endmodule
module INV #(
    parameter DATA_W    = 32,
    parameter INT_BITS  = 8,
    parameter FRAC_BITS = 24,
    parameter N_ITER    = 3
)(
    input  wire                 clk,
    input  wire                 rstn,
    input  wire                 start,
    input  wire [DATA_W-1:0]    dd,      
    output reg  [DATA_W-1:0]    q,       
    output reg                  done
);
    localparam IDLE  = 3'd0;
    localparam INIT  = 3'd1;
    localparam MUL1  = 3'd2;
    localparam SUB   = 3'd3;
    localparam MUL2  = 3'd4;
    localparam CHECK = 3'd5;
    localparam DONE  = 3'd6;
    reg [2:0] state;
    reg [1:0] iter;
    reg [DATA_W-1:0] x;       
    reg [DATA_W-1:0] t1;      
    reg [DATA_W-1:0] t2;      
    wire signed [2*DATA_W-1:0] mult_full;
    assign mult_full = $signed(dd) * $signed(x);
    always @(posedge clk or negedge rstn) begin
        if (!rstn) begin
            state <= IDLE;
            done  <= 1'b0;
        end else begin
            case (state)
                IDLE: begin
                    done <= 1'b0;
                    if (start) begin
                        iter  <= 0;
                        state <= INIT;
                    end
                end
                INIT: begin
                    x     <= (1 << FRAC_BITS);  
                    state <= MUL1;
                end
                MUL1: begin
                    t1    <= mult_full >>> FRAC_BITS;  
                    state <= SUB;
                end
                SUB: begin
                    t2    <= (2 << FRAC_BITS) - t1;
                    state <= MUL2;
                end
                MUL2: begin
                    x     <= ($signed(x) * $signed(t2)) >>> FRAC_BITS;
                    state <= CHECK;
                end
                CHECK: begin
                    if (iter == N_ITER-1)
                        state <= DONE;
                    else begin
                        iter  <= iter + 1;
                        state <= MUL1;
                    end
                end
                DONE: begin
                    q    <= x;
                    done <= 1'b1;
                    if (!start)
                        state <= IDLE;
                end
            endcase
        end
    end
endmodule
module SPG #(
    parameter INT_BITS     = 8,  
    parameter FRAC_BITS    = 24,
    parameter N_STATE      = 6,
    parameter DATA_W       = 32
) (
    input  wire                     clk,
    input  wire                     rstn,
    input  wire                     en,
    input  wire [DATA_W-1:0]         gamma,
    input  wire [N_STATE-1:0][DATA_W-1:0] x,    
    input  wire [N_STATE-1:0][DATA_W-1:0] s,    
    output reg                      valid,
    output reg  [N_STATE-1:0][DATA_W-1:0] sp1,
    output reg  [N_STATE-1:0][DATA_W-1:0] sp2
);
    localparam IDLE = 1'd0;
    localparam RUN  = 1'd1;
    reg state;
    reg [N_STATE-1:0][DATA_W-1:0] x_reg;
    wire [N_STATE-1:0][DATA_W-1:0] gamma_s;
    genvar i;
    generate
        for (i = 0; i < N_STATE; i = i + 1) begin : GEN_MULT
            MUL #(
                .DATA_W(DATA_W),
                .INT_BITS(INT_BITS),
                .FRAC_BITS(FRAC_BITS)
            ) mul_inst (
                .a(gamma),
                .b(s[i]),
                .p(gamma_s[i])
            );
        end
    endgenerate
    always @(posedge clk or negedge rstn) begin
        if (!rstn) begin
            state   <= IDLE;
            col_cnt <= 0;
        end else begin
            case (state)
                IDLE: begin
                    if (en) begin
                        x_reg   <= x;
                        state   <= RUN;
                    end
                end
                RUN: begin
                    if (!en) begin
                        state <= IDLE;
                    end
                end
            endcase
        end
    end
    always @(posedge clk) begin
        if (state == RUN) begin
            valid <= 1'b1;
            for (int j = 0; j < N_STATE; j = j + 1) begin
                sp1[j] <= x_reg[j] + gamma_s[j];
                sp2[j] <= x_reg[j] - gamma_s[j];
            end
        end else begin
            valid <= 1'b0;
            for (int j = 0; j < N_STATE; j = j + 1) begin
                sp1[j] <= 0;
                sp2[j] <= 0;
            end
        end
    end
endmodule
</file>
<file path="flow/run.sh">
#!/bin/bash
# OpenROAD 26Q1-2900-gdf79404cd8, Yosys 0.63+post, stock flow scripts
make -C /OpenROAD-flow-scripts/flow DESIGN_CONFIG=/design/flow/config.mk WORK_HOME=/design/flow/orfs finish
</file>
<file path="flow/config.mk">
export PLATFORM = sky130hd
export DESIGN_NAME = SPG
export DESIGN_NICKNAME = SPG
export VERILOG_FILES = /design/flow/design.v
export SDC_FILE = /design/flow/constraint.sdc
export NUM_CORES = 4
export LEC_CHECK = 1
export CORE_UTILIZATION = 40
</file>
<file path="flow/constraint.sdc">
current_design SPG

set clk_period 20.4
set clk_io_pct 0.2

create_clock -name clk0 -period $clk_period [get_ports {clk}]

set non_clock_inputs [all_inputs -no_clocks]
set_input_delay [expr $clk_period * $clk_io_pct] -clock clk0 $non_clock_inputs
set_output_delay [expr $clk_period * $clk_io_pct] -clock clk0 [all_outputs]
</file>
==> impl_metrics.json <==
{
  "outcome": "complete, no violations",
  "grt_first_pass_wirelength_um": 1040000,
  "syn_area_um2": 228000,
  "rsz0062_at_grt": "no",
  "ctsRootBufferMaster": "clkbuf_16",
  "die_w_um": 758,
  "final_cell_area_um2": 246000,
  "cp_slowest_cell": "nor4_1",
  "fin_worst_skew_ns": 0.189,
  "period_used_pct": 76.5,
  "clock-sinks": 572,
  "cts_buffers": 73,
  "post_cts_buffers": 0,
  "drc_errors": 0,
  "ys_cells": 24400,
  "edf_count": 192,
  "yosys_area_um2": 228000,
  "drv_slew": 0,
  "areaGrowthSynthToFinish_pct": 7.87,
  "synth.avg_cell_area_um2": 9.35,
  "clk_pin_slew_ns": 0.06,
  "grt_max_degree": 79,
  "grt_pass1_vias": 176000,
  "worstPathRequired_ns": 21.10,
  "period_minus_slack_ns": 15.61,
  "grt_usage_pct": 25.4,
  "overflow": 0,
  "maxSlewHeadroom_pct": 9.52,
  "routed_wl_um": 651000,
  "post_cts_resized": 0,
  "core_area_um2": 569000,
  "finalSetupViolations": 0,
  "tritoncts": "done",
  "critPathKind": "in2reg",
  "drtAntennaViolNets": 0,
  "fin_util_pct": 43.3,
  "synthArstFlopShare_pct": 0.175,
  "yosysWarnings": 3,
  "antenna_found_initial": 55,
  "drt_iter0_drc": 6166,
  "initial_core_util_pct": 40.2,
  "cts-htree-levels": 3,
  "design.die.area_um2": 574000,
  "maxCapViolCount": 0,
  "wl_per_cell_um": 20.4,
  "ys.flops": 572,
  "postSynthCellCount": 24400,
  "ys_types": 99,
  "dp_hpwl_um": 516000,
  "cts_buffer_depth": 4,
  "reg2reg_depth": 16,
  "warnings": 283,
  "cp_max_fo": 39,
  "hold_buffers": 0,
  "ys_seq_share_pct": 5.86,
  "end_kind": "flop",
  "crit_top_cell": "fa_1",
  "min_path_cells": 0,
  "port_buffers": 803,
  "critPathArrivalTime_ns": 16.31,
  "placementRows": 277,
  "ios": 804,
  "crit_path_max_incr_delay_ns": 0.73,
  "globalplace.congestion": 0.928,
  "startpoint_type": "input pin",
  "drive_above_1_share_pct": 2.59,
  "worst_pin_slew_ns": 1.35,
  "largest_reg_flops": 192,
  "hp-class": "reg2reg",
  "vias": 158000,
  "clk_latency_ns": 0.85,
  "flop_cell": "dfxtp_1",
  "via_per_inst": 4.94,
  "place_area_um2": 244000,
  "drt_first_pass_iters": 6,
  "fp.dieH_um": 758,
  "tns_ns": 0,
  "max_freq_mhz": 64.1,
  "hold_violations": 0
}
-- worst max-delay path, delay by kind of cell --
kind / cells / cell delay, ns
muxes: 1 / 0.07
xor gates and xnor gates: 1 / 0.22
buffers and inverters: 8 / 1.81
AOI/OAI and AO/OA: 12 / 3.65
and+or+nand+nor: 7 / 1.84
adders and majority gates: 10 / 4.55
-- metal layers --
layer / GRT usage [%] / routed length [µm]
met3: 11.8 / 73400
met2: 38.1 / 300000
met4: 5.56 / 18900
met5: 0.0834 / 171
met1: 35.3 / 259000
-- final timing paths --
path,start,to,slack [ns]
worst max register to register,x_reg[128]$_DFFE_PP_,sp2[158]$_SDFF_PN0_,15.97
worst min register to register,state$_DFF_PN0_,valid$_DFF_P_,0.66
worst min-delay path,state$_DFF_PN0_,valid$_DFF_P_,0.66
min in group asynchronous,rstn,state$_DFF_PN0_,3.41
max in group asynchronous,rstn,state$_DFF_PN0_,16.87
worst max-delay path,gamma[19],sp2[63]$_SDFF_PN0_,4.79
-- layout by cell type, fill, tap and decap left out, drive strengths merged, types with 39 or more instances in the layout --
master,netlist,final
o21ai,226,226
a21o,163,163
a21oi,478,478
clkbuf,1272,102
nand2b,135,135
buf,65,424
fa,5904,5904
and3,44,44
edfxtp,192,192
nor2b,140,140
or3,53,53
a31oi,39,39
and2,2919,2919
nand3,80,80
nor2,606,606
nand4,49,49
xnor2,485,485
inv,5654,5665
a211oi,48,48
nor3,124,124
clkdlybuf4s50,0,771
ha,1470,1470
nand2,3116,3116
o21bai,104,104
xor2,204,204
o21a,61,61
dfxtp,379,379
-- cell type report --
class / count / area, µm²
fill: 54200 / 322000
multi-input combinational: 16900 / 189000
inverter: 5654 / 21200
sequential: 572 / 13400
timing repair buffer: 1200 / 11100
tap: 7533 / 9430
clock buffer: 97 / 2050
clock inverter: 30 / 334
antenna: 32 / 80.1
-- cells by family after synthesis --
logic type               after synthesis  synth area share, %
buffers and inverters               6991                 11.5
AND/OR/NAND/NOR                     7398                 16.1
XOR/XNOR                             689                 2.64
flip-flops                           572                 5.86
multiplexers                          18               0.0816
adder cells (fa/ha/maj)             7374                 59.8
AND-OR/OR-AND                       1380                 3.96
-- through the flow --
step | hold WS (ns) | setup WS, ns | std cells
6_report | 0.659 | 4.79 | 32000
5_1_grt | 0.681 | 4.14 | 32000
4_1_cts | 0.664 | 4.95 | 31900
3_5_place_dp | 0.649 | 4.05 | 31800
3_3_place_gp | 0.653 | 3.93 | 31800
2_1_floorplan | 0.345 | 6.62 | 24400
-- Yosys cell counts, drive strengths merged (10+ instances only) --
cell | count | area, µm²
nor4 | 33 | 213
nand2 | 3116 | 11700
a31o | 11 | 96.3
a2111oi | 16 | 171
a21o | 163 | 1220
o311ai | 10 | 87.6
nand3 | 80 | 400
a221oi | 18 | 195
a31oi | 39 | 244
or3 | 53 | 332
o21ai | 226 | 1130
a221o | 12 | 120
nor2 | 606 | 2270
nor3b | 18 | 135
xnor2 | 485 | 4250
o21a | 61 | 458
o31a | 11 | 96.3
a211oi | 48 | 370
a211o | 17 | 149
and4 | 19 | 166
edfxtp | 192 | 5770
nand2b | 135 | 845
fa | 5904 | 118000
and3 | 44 | 275
nor3 | 124 | 626
o31ai | 25 | 198
nor2b | 140 | 876
dfxtp | 379 | 7590
a41oi | 10 | 95.1
o21bai | 104 | 788
or2 | 28 | 175
or4 | 12 | 90.1
ha | 1470 | 18400
inv | 5654 | 21200
o211ai | 32 | 255
clkbuf | 1272 | 4780
nand4 | 49 | 307
a21oi | 478 | 2410
buf | 65 | 280
and2 | 2919 | 18300
mux2i | 16 | 160
xor2 | 204 | 1790
