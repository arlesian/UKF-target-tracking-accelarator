**design.v**
```verilog
module MUL #(
    parameter DATA_W = 32,
    parameter INT_BITS = 8,  
    parameter FRAC_BITS = 24
 ) (
     input  wire [DATA_W-1:0]         a,
     input  wire [DATA_W-1:0]         b,
     output wire [DATA_W-1:0]         p
 );
    wire signed [2*DATA_W-1:0] mult_full;
    assign mult_full = $signed(a) * $signed(b);  
    assign p = mult_full >>> FRAC_BITS;  
endmodule
module INV #(
    parameter DATA_W    = 32,
    parameter INT_BITS  = 8,
    parameter FRAC_BITS = 24,
    parameter N_ITER    = 3
)(
    input  wire                 clk,
    input  wire                 rstn,
    input  wire                 start,
    input  wire [DATA_W-1:0]    dd,      
    output reg  [DATA_W-1:0]    q,       
    output reg                  done
);
    localparam IDLE  = 3'd0;
    localparam INIT  = 3'd1;
    localparam MUL1  = 3'd2;
    localparam SUB   = 3'd3;
    localparam MUL2  = 3'd4;
    localparam CHECK = 3'd5;
    localparam DONE  = 3'd6;
    reg [2:0] state;
    reg [1:0] iter;
    reg [DATA_W-1:0] x;       
    reg [DATA_W-1:0] t1;      
    reg [DATA_W-1:0] t2;      
    wire signed [2*DATA_W-1:0] mult_full;
    assign mult_full = $signed(dd) * $signed(x);
    always @(posedge clk or negedge rstn) begin
        if (!rstn) begin
            state <= IDLE;
            done  <= 1'b0;
        end else begin
            case (state)
                IDLE: begin
                    done <= 1'b0;
                    if (start) begin
                        iter  <= 0;
                        state <= INIT;
                    end
                end
                INIT: begin
                    x     <= (1 << FRAC_BITS);  
                    state <= MUL1;
                end
                MUL1: begin
                    t1    <= mult_full >>> FRAC_BITS;  
                    state <= SUB;
                end
                SUB: begin
                    t2    <= (2 << FRAC_BITS) - t1;
                    state <= MUL2;
                end
                MUL2: begin
                    x     <= ($signed(x) * $signed(t2)) >>> FRAC_BITS;
                    state <= CHECK;
                end
                CHECK: begin
                    if (iter == N_ITER-1)
                        state <= DONE;
                    else begin
                        iter  <= iter + 1;
                        state <= MUL1;
                    end
                end
                DONE: begin
                    q    <= x;
                    done <= 1'b1;
                    if (!start)
                        state <= IDLE;
                end
            endcase
        end
    end
endmodule
```
**run.sh**
```bash
#!/bin/bash
# OpenROAD 26Q1-2900-gdf79404cd8, Yosys 0.63+post, stock flow scripts
make -C /OpenROAD-flow-scripts/flow DESIGN_CONFIG=/design/flow/config.mk WORK_HOME=/design/flow/orfs finish
```
**config.mk**
```make
export PLATFORM = sky130hd
export DESIGN_NAME = INV
export DESIGN_NICKNAME = INV
export VERILOG_FILES = /design/flow/design.v
export SDC_FILE = /design/flow/constraint.sdc
export NUM_CORES = 4
export LEC_CHECK = 1
export CORE_UTILIZATION = 30
```
**constraint.sdc**
```tcl
current_design INV

set clk_period 15.3
set clk_io_pct 0.2

create_clock -name clk0 -period $clk_period [get_ports {clk}]

set non_clock_inputs [all_inputs -no_clocks]
set_input_delay [expr $clk_period * $clk_io_pct] -clock clk0 $non_clock_inputs
set_output_delay [expr $clk_period * $clk_io_pct] -clock clk0 [all_outputs]
```
==> flow_summary.toml <==
# synthesis and place-and-route metrics
[outcome]
outcome = "finished, final reports clean"

[finish]
mi_logic_area_sq_mm = 0.03068
drive_above_1_share = 0.01390
regArea_sq_mm = 0.002724
fillers = 12799
syn2layout_area_growth_pct = 7.055

[setup_path]
worstReg2RegEnd = "t1[26]"
reg2reg_depth = 23
startpoint_type = "primary input"
worst_ep_arrival_time_ns = 11.38
reg2reg_slack_ns = 6.22
critPathMaxFanout = 10
path_class = "in2reg"
end_kind = "flip-flop"
worstReg2RegStart = "x[30]"
required_ns = 15.47

[synthesis]
synth-edff-count = 84
yosysCellCount = 3759
netlist.top_cell.by_area = "fa_1"
yosysMostFrequentCell = "inv_1"
yosys-top-cells-area = "fa_1, inv_1, ha_1, edfxtp_1, and2_1"
avgSynthCellArea_sq_um = 10.20
synth_area_sq_mm = 0.03833
ff_type = "edfxtp_1"
synth_warnings = 1
synth_top_area_share = 0.5479
postSynthSeqShare = 0.07107
async_flop_share = 0.08696
ys_area_sq_mm = 0.03833
synthDistinctLibCells = 64
ys.flops = 92
synthCells = 3759
yosys-top-cells-count = "inv_1, fa_1, nand2_1"

[min_path]
hold_depth = 0
min_from = "state[6]"
hold-path-endpoint = "state[1]"
hp-class = "reg2reg"

[floorplan]
num_io_pins = 68
rows = 130
chipWidth_um = 359.4
chipArea_sq_mm = 0.1292
die_h_um = 359.4
core_area_sq_mm = 0.1262
initCoreUtil = 0.3037

[sta]
finalMaxSlewViolations = 0
final-setup-viol-count = 0
tns_ns = 0
maxSlewHeadroom = 0.4787
fin_ws_ns = 4.093
worst_pin_slew_ns = 0.7819
finClkSkew_ns = 0.01448
fmax_mhz = 89.23
period_needed_ns = 11.21
hold_violations = 0
fin_crit_sh = 0.7325
rsz0062_at_grt = "no"

[route]
num_vias = 23575
wl_per_cell_um = 17.69
vias_per_cell = 4.373
n_antenna_cell = 0
drc_errors = 0
first_iter_violations = 871
ant_nets = 0
drt_wl_total_um = 95350
firstDrtPassIters = 7

[placed_design]
gp_congestion = 0.9684
dp_hpwl_um = 85700
portBuffers = 67
post-place-ws_ns = 3.624

[clock_network]
tritoncts = "built"
cts_hold_buf = 0
cts_sinks = 92
clkTransAtPathRegs_ns = 0.07
cts_setup_buffers = 0
clk_latency_ns = 0.38
cts_max_level = 3
cts-resized-gates = 0
clock_path_buffers = 2
cts_buffers = 9
cts_root_buf = "clkbuf_16"

[global_route]
grt_pass1_wl_um = 151900
grt_max_degree = 60
gr-usage-all-layers = 0.1633
grt.overflow.total = 0
antenna_found_initial = 1
first_global_vias = 26277

[flow_run]
tool_warnings = 33
drv_cap = 0
[per-layer routing]
layer  track usage  vias up  wire [um]
li1              -    10712          -
met1        0.2227    12097      38250
met2        0.2640      693      47570
met5             0        -          0
met4       0.02045        0       1526
met3       0.06081       73       8008
[cells in the final DEF, fill, tap and decap left out, drive strengths merged, types with 8 or more instances in the layout]
cell	netlist	layout
xnor2	104	104
o21a	8	8
nand2b	19	19
nor3	19	19
fa	1049	1049
o21ai	20	20
ha	303	303
inv	1159	1163
a21o	38	38
and3	8	8
xor2	34	34
a211oi	9	9
a31oi	9	9
and2	228	228
nor2	55	55
a21oi	41	41
clkbuf	94	10
edfxtp	84	84
nand3	11	11
clkdlybuf4s50	0	67
nand2	339	339
buf	34	27
nor2b	10	10
o21bai	8	8
[worst max path at each step]
stage,startpoint,to,slack [ns],cells past startpoint
final,dd[11],t1[26],4.09,24
after CTS,dd[11],t1[26],4.00,24
after global routing,dd[10],t1[26],3.59,25
[metrics by stage]
stage / instances / instance area, sq um / hold slack (ns) / utilization
after floorplan: 3759 / 38330 / 0.3461 / -
after global placement: 5375 / 40700 / 0.3538 / 0.3225
after detailed placement: 5375 / 40700 / 0.3510 / 0.3225
after CTS: 5391 / 41030 / 0.3660 / 0.3251
after global routing: 5391 / 41030 / 0.3769 / 0.3251
final: 5391 / 41030 / 0.3638 / 0.3251
[flip-flops by register name, indices dropped and copies added (netlist names)]
signal,flops
iter,2
t1,32
state,7
x,9
t2,32
q,9
done,1
[kinds of logic after synthesis]
family                   after synthesis  share of synthesized area
XOR/XNOR                             138                    0.03153
adder cells (fa/ha/maj)             1352                     0.6468
AND/OR/NAND/NOR                      725                    0.09271
flip-flops                            92                    0.07107
multiplexers                           1                  0.0002612
buffers and inverters               1287                     0.1285
AND-OR/OR-AND                        164                    0.02909
[worst max-delay path, cell delays in order]
cell             delay [ns]
clkdlybuf4s50_1        0.67
nand2_1                0.37
inv_1                  0.24
fa_1                   0.65
inv_1                  0.18
fa_1                   0.47
fa_1                   0.49
fa_1                   0.49
inv_1                  0.05
fa_1                   0.48
fa_1                   0.50
fa_1                   0.49
inv_1                  0.05
fa_1                   0.47
inv_1                  0.04
ha_1                   0.28
and4_1                 0.28
o2111ai_1              0.13
a21oi_1                0.35
a2111o_1               0.40
a31oi_4                0.19
o31ai_1                0.46
and2b_2                0.29
o311ai_1               0.27
[layout make-up]
| class | instances | share of cell area |
|---|---|---|
| Clock buffer | 10 | 0.005580 |
| Clock inverter | 6 | 0.002439 |
| Inverter | 1159 | 0.1060 |
| Multi-Input combinational cell | 2380 | 0.7477 |
| Sequential cell | 92 | 0.06638 |
| Tap cell | 1650 | 0.05031 |
| Timing Repair Buffer | 94 | 0.02159 |
